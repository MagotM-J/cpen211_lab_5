==> run.sh <==
#!/bin/bash
# OpenROAD 26Q1-2900-gdf79404cd8, Yosys 0.63+post, stock flow scripts
make -C /OpenROAD-flow-scripts/flow DESIGN_CONFIG=/design/flow/config.mk WORK_HOME=/design/flow/orfs finish
==> config.mk <==
export PLATFORM = sky130hd
export DESIGN_NAME = safe_synth
export DESIGN_NICKNAME = safe_synth
export VERILOG_FILES = /design/flow/design.v
export SDC_FILE = /design/flow/constraint.sdc
export NUM_CORES = 4
export LEC_CHECK = 1
export CORE_UTILIZATION = 30
==> constraint.sdc <==
current_design safe_synth

set clk_period 3.9
set clk_io_pct 0.2

create_clock -name clk0 -period $clk_period [get_ports {MAX10_CLK1_50}]

set non_clock_inputs [all_inputs -no_clocks]
set_input_delay [expr $clk_period * $clk_io_pct] -clock clk0 $non_clock_inputs
set_output_delay [expr $clk_period * $clk_io_pct] -clock clk0 [all_outputs]
==> design.v <==
module fsm_synth(	input logic MATCH, RESETN, clk, ENTER,
						output logic ps, 
						output logic save);
	enum int unsigned { OPEN=0, WAIT_TO_LOCK=1, LOCKED=2, WAIT_TO_OPEN=3}
		present_state, next_state;
	always_comb begin  
		case(present_state)
			OPEN: begin
				ps = 1'b0;
				save = 1'b0;
			end
			WAIT_TO_LOCK: begin
				ps = 1'b0;
				save = 1'b1;
			end
			LOCKED: begin
				ps = 1'b1;
				save = 1'b0;
			end
			WAIT_TO_OPEN: begin
				ps = 1'b1;
				save = 1'b1;
			end
			default: begin
				ps = 1'b0;
				save = 1'b0;
			end
		endcase
	end
	always_comb begin  
		next_state = present_state;
		case(present_state)
			OPEN: begin
				if(!ENTER) next_state = WAIT_TO_LOCK;
			end
			WAIT_TO_LOCK: begin
				if(ENTER) next_state = LOCKED;
			end
			LOCKED: begin
				 if(!ENTER & MATCH) next_state = WAIT_TO_OPEN;
			end
			WAIT_TO_OPEN: begin
				if(ENTER) next_state = OPEN;
			end
		endcase
	end
	always_ff @(posedge clk) begin  
		if( ~RESETN )
			present_state <= OPEN;
		else
			present_state <= next_state;
	end
endmodule
module safe_synth(	input logic MAX10_CLK1_50,
					input logic [1:0] KEY,
					input logic [9:0] SW,
					output logic [9:0] LEDR,
					output logic [7:0] HEX5,
					output logic [7:0] HEX4,
					output logic [7:0] HEX3,
					output logic [7:0] HEX2,
					output logic [7:0] HEX1,
					output logic [7:0] HEX0 );
	localparam logic[47:0] OPEN = 48'hF7_C0_8C_86_AB_F7;
	localparam logic[47:0] LOCKED = 48'hC7_C0_C6_89_86_C0;
	logic[9:0] s_node, password, attempt;
	logic savePW, saveAT, match, locked;
	logic[1:0] fsm_out;
	always_comb begin
		match = (attempt == password); 
		s_node = SW ^ password;
		LEDR[3:0] = s_node[0] + s_node[1] + s_node[2] + s_node[3] + s_node[4] + s_node[5] + s_node[6] + s_node[7] + s_node[8] + s_node[9]; 
		LEDR[9:8] = fsm_out; 
	end
	assign {HEX5, HEX4, HEX3, HEX2, HEX1, HEX0} = (fsm_out[1]) ? LOCKED : OPEN;
	always_ff @(posedge MAX10_CLK1_50) begin
		if(!KEY[0]) begin
			password <= 10'h0; 
			attempt <= 10'h3FF;
		end
		else begin 
			if(savePW) password <= SW;
			if(saveAT) attempt <= SW;
		end
	end
	fsm_synth f(.MATCH(match), .RESETN(KEY[0]), .clk(MAX10_CLK1_50), .ENTER(KEY[1]), .ps(fsm_out[1]), .save(fsm_out[0]));
	assign savePW = ~fsm_out[0] & ~fsm_out[1];
	assign saveAT = ~fsm_out[0] & fsm_out[1];
endmodule
==> GITHUB_STEP_SUMMARY <==
## Implementation flow summary

| Metric | Value |
|---|---|
| Clk ins delay skew pair | `~0.27 ns` |
| Hold WS | `0.482 ns` |
| Worst reg2reg startpoint | `password[9]` |
| Netlist cell types | `26` |
| Cts bufs inserted | `3` |
| HP Class | `flop to flop` |
| Crit path DRT | `about 3.1 ns` |
| Post-Syn Area | `1670 um^2` |
| Startpoint Class | `input port` |
| Startpoint of the worst hold path | `attempt[1]` |
| Share of cells above drive strength 1 | `17.0%` |
| Initial DRC count | `50` |
| Tot GR Track Use | `11.1%` |
| FF+latch area | `slightly below 500 um^2` |
| Area grow syn2layout | `23.9%` |
| OpenROAD warning count | `27` |
| Clk_skew | `just over 0.009 ns` |
| Vias in the first global route | `~1100` |
| Chip area | `5870 um^2` |
| R2R Setup Slk | `2.49 ns` |
| CTS HTree Levels | `1` |
| R2R Path End | `f.present_state[1]` |
| CP Capture Type | `output port` |
| Slew Limit Fails | `0` |
| Drc violations | `0` |
| Static leakage | `0.000933 uW` |
| Detail Route Antenna Nets | `0` |
| Slew @ Worst Pin | `0.822 ns` |
| Slack of the critical path | `-0.355 ns` |
| Rel. slew slack | `45.0%` |
| Area of the core | `5240 um^2` |
| Vias/cell | `~3.9` |
| Fp_density | `31.9%` |
| Tmin final | `4.25 ns` |
| Critical path destination | `LEDR[1]` |
| Placed insts | `294` |
| Register clock-pin slew on the reported worst setup and hold paths | `0.08 ns` |
| Worst r2r path cells | `5` |
| Routability Congestion | `0.769` |
| Peak Freq | `around 240 MHz` |
| TritonCTS clock tree | `built` |
| Multi-input logic area | `951 um^2` |
| Register bit total from synthesis | `24` |
| Diodes inserted | `0` |
| Detailed-route via count | `1175` |
| Setup violators final | `3` |
| Syn Area/Cell | `between 8 and 9 um^2` |
| IR drop worst, VDD | `0.000406 V` |
| TritonCTS Sinks | `24` |
| Final Instance Area | `2070 um^2` |
| Syn. warnings | `6` |
| Mapped Cells | `~200` |
| Initial antenna violation count | `0` |
| Clock Path Buffers | `2` |
| Clock root buffer | `clkbuf_8` |
| Final Hold Viols | `0` |
| Port bufs | `36` |
| CP Max Fanout | `3` |
| Setup crit start | `SW[5]` |
| Total gr overflow | `0` |
| Failing checks | `negative setup slack` |
| PwrDens | `402 nW/um^2` |
| Ports | `71` |
| RSZ-0062 raised after global routing | `true` |
| Die X | `between 70 and 80 um` |
| Crit Path Category | `input port to output port` |
| Layout Cells excl Fill | `299` |
| WP data arrival | `3.47 ns` |
| Area after DPL | `1930 um^2` |
| Tcrit/Tclk final | `109%` |
| Wirelength, routed | `3.12 mm` |
| MaxCap Viol Count | `0` |
| Yosys cell count | `roughly 200` |
| WL/cell | `around 10 um` |
| Status | `finished, violations left` |
| Chip Area, Yosys | `1670 um^2` |
| First-pass GRT wire length | `5.18 mm` |
| Pre-Repair DR Iteration Count | `4` |
| Cell Rows | `26` |
| Die H | `between 70 and 80 um` |
| Final HPWL from detailed placement | `2.24 mm` |
| Pin count of the biggest net entering global routing | `25` |
| Seq/Total Area, Yosys | `28.8%` |
| FILL cells | `around 530` |
## state kept, by name (all words and copies together), names as in the netlist
signal / flops
attempt: 10
password: 10
f.present_state: 4
## cells in the mapped netlist
cell type,number,area [um^2]
buf_2,2,10.0
a21boi_1,11,82.6
nand3_1,11,55.1
nand2_1,42,158
xor2_1,12,105
nand2b_1,1,6.26
nor2_1,3,11.3
o21ai_0,1,5.00
and2_1,1,6.26
nor2_4,1,11.3
or2_1,1,6.26
clkbuf_1,2,7.51
fa_1,6,120
ha_1,2,25.0
nand4_1,1,6.26
a21oi_1,2,10.0
conb_1,2,7.51
nor4_2,2,25.0
inv_1,7,26.3
nor3b_1,1,7.51
nor3_1,1,5.00
or3_1,1,6.26
and3b_1,1,8.76
buf_4,53,398
dfxtp_1,24,480
xnor2_1,9,78.8
## through the flow
step | total power (uW) | setup TNS (ns) | setup slack [ns] | utilization [%]
after floorplan | 470 | 0 | 0.00776 | -
after global placement | 622 | -3.63 | -1.07 | 36.9
after detailed placement | 621 | -3.71 | -1.11 | 36.9
after CTS | 826 | -1.04 | -0.367 | 38.9
after global routing | 908 | -1.26 | -0.463 | 39.5
final | 832 | -0.911 | -0.355 | 39.5
## worst max-delay path, stage by stage
cell and delay, ns:
buf_8 0.11, xnor2_4 0.12, fa_1 0.50, fa_1 0.56, fa_1 0.41, inv_1 0.08
ha_2 0.19, inv_2 0.04, fa_2 0.56, inv_2 0.03, buf_2 0.09
## layout make-up
cell class	count	area share, %
multi-input cells	144	46.0
flip-flops and latches	24	23.2
repair buffers	50	21.8
well taps	70	4.23
clock buffers	3	2.00
clock inverters	1	1.45
inverters	7	1.27
## logic make-up after synthesis
kind of cell             after synthesis  share of synthesized area (%)
adder cells (fa/ha/maj)                8                           8.70
flip-flops                            24                           28.8
AND/OR/NAND/NOR                       67                           18.7
AND-OR/OR-AND                         14                           5.85
XOR/XNOR                              21                           11.0
other                                  2                          0.450
buffers and inverters                 64                           26.5
## power by group
group / switching [uW] / internal, uW / leakage [uW]
clock: 82.8 / 137 / 0.0000357
sequential: 14.0 / 260 / 0.000198
combinational: 139 / 199 / 0.000700
total: 236 / 596 / 0.000933
## how the worst min path moves through the flow
| stage | end | cells after the start |
|---|---|---|
| 5_1_grt | f.present_state[2] | 2 |
| 6_report | attempt[1] | 2 |
| 4_1_cts | attempt[1] | 2 |
## repair_timing
item / in CTS / in global routing
setup buffers: 1 / 0
gates resized: 41 / 9
cloned: 0 / 0
hold buffers: 0 / 0
pin swaps: 12 / 7
setup endpoints to repair: 4 / 4
## per-layer routing
layer / track usage (%) / routed length, um
met1: 17.0 / 1530
met2: 17.4 / 1410
met3: 2.19 / 162
met4: 0.577 / 12
met5: 0 / 0
## cell usage in the layout, fill, tap and decap left out, drive strengths merged, types with 2 or more instances in the layout
cell type,n
clkbuf,3
xnor2,9
a21boi,11
nor4,2
fa,6
clkdlybuf4s50,27
buf,22
dfxtp,24
xor2,12
nand2,42
a21oi,2
ha,2
nand3,11
conb,34
inv,7
nor2,4
Power figures rest on the tool's default switching activity, not on a simulated workload.
